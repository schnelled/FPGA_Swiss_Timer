==> flow/design.v <==
module Xlate_hx(
  input [3:0] hex_Encoding,
  output reg [6:0] segments,
  output decimal
);
always @ (*) begin
  case(hex_Encoding)
    4'b0000: segments[6:0] = 7'b1000000;  
    4'b0001: segments[6:0] = 7'b1111001;  
    4'b0010: segments[6:0] = 7'b0100100;  
    4'b0011: segments[6:0] = 7'b0110000;  
    4'b0100: segments[6:0] = 7'b0011001;  
    4'b0101: segments[6:0] = 7'b0010010;  
    4'b0110: segments[6:0] = 7'b0000010;  
    4'b0111: segments[6:0] = 7'b1111000;  
    4'b1000: segments[6:0] = 7'b0000000;  
    default: segments[6:0] = 7'b0010000;  
  endcase
end
endmodule
==> flow/run.sh <==
#!/bin/bash
# OpenROAD 26Q1-2900-gdf79404cd8, Yosys 0.63+post, stock flow scripts
make -C /OpenROAD-flow-scripts/flow DESIGN_CONFIG=/design/flow/config.mk WORK_HOME=/design/flow/orfs finish
==> flow/config.mk <==
export PLATFORM = sky130hd
export DESIGN_NAME = Xlate_hx
export DESIGN_NICKNAME = Xlate_hx
export VERILOG_FILES = /design/flow/design.v
export SDC_FILE = /design/flow/constraint.sdc
export NUM_CORES = 4
export LEC_CHECK = 1
export CORE_AREA = 10 10 70 70
export DIE_AREA = 0 0 80 80
==> flow/constraint.sdc <==
current_design Xlate_hx

set clk_period 1.2
set clk_io_pct 0.2

create_clock -name clk0 -period $clk_period

set non_clock_inputs [all_inputs -no_clocks]
set_input_delay [expr $clk_period * $clk_io_pct] -clock clk0 $non_clock_inputs
set_output_delay [expr $clk_period * $clk_io_pct] -clock clk0 [all_outputs]
==> flow_summary.json <==
{
  "slew_violations": 0,
  "number_of_fillers_in_the_final_layout": 394,
  "status": "finished, violations left",
  "clockBufferCount": 0,
  "category_of_the_worst_setup_path_launch_point": "input port",
  "grt_use_met2_pct": 3.37,
  "initCoreUtil_pct": 6.08,
  "cp_data_required_time_ns": 0.96,
  "cell_leakage_power_nw": 0.232,
  "syn_area_um2": 208,
  "grtUsageMet1_pct": 3.23,
  "p_total_mw": 0.151,
  "hold_buffers": 0,
  "area_leaders": "sky130_fd_sc_hd__ha_1 30%, sky130_fd_sc_hd__buf_6 11%, sky130_fd_sc_hd__a21oi_1 9.6%, sky130_fd_sc_hd__nor2b_4 6.6%, sky130_fd_sc_hd__nand2b_1 6.0%",
  "floorplan.io_pins": 12,
  "syn_to_final_growth_pct": 163,
  "crit_path_max_incr_delay_ns": 0.21,
  "ys_chip_area_um2": 208,
  "footprint_of_the_flip_flops_and_latches_um2": 0,
  "residual_drc": 0,
  "utilization_pct": 16.0,
  "setup_violations": 6,
  "critical_path_buf_inv_count": 4,
  "final.setup.worst_slack_ns": -0.109,
  "critical_path.top_delay_family": "buffers and inverters",
  "route.final.wire_length_um": 822,
  "place_worst_setup_slack_ns": -0.935,
  "core_area_um2": 3420,
  "crit_path_top_delay_cell": "sky130_fd_sc_hd__or2_1",
  "grt_setup_unrepaired": "yes",
  "max_cap_viol_count": 0,
  "flop-count": 0,
  "die-width_um": 80,
  "timing.final.crit_share_pct": 109,
  "critPathKind": "input port to output pin",
  "stage_log_warnings": 38,
  "path_category_of_the_worst_min_delay_check": "input port to output pin",
  "detailed_place_hpwl_um": 563,
  "yosys_warnings": 2,
  "gp_congestion": 0.795,
  "num_vias": 259,
  "first_pass_grt_wire_length_um": 1290,
  "insertedDiodeCount": 0,
  "maximum_number_of_pins_on_one_net_before_global_route_repair": 8,
  "period_minus_slack_ns": 1.31,
  "grt_overflow_total": 0,
  "detail_route.wl_per_cell_um": 8.56,
  "busiest_layer": "met2",
  "die_y_um": 80,
  "path_max_fanout": 3,
  "pwr_density_cell_nw_per_um2": 278,
  "layout-drive-gt1-share_pct": 82.0,
  "end_kind": "output pin",
  "use_met3_pct": 1.36,
  "row_count": 21,
  "final_hold_viol_count": 0,
  "route.antenna.remaining_nets": 0,
  "die-area_um2": 6400,
  "port_buffers": 11,
  "drt_iter0_markers": 0,
  "netlist.top_cell.by_area": "sky130_fd_sc_hd__ha_1",
  "post-synth-top-area-fraction_pct": 30.1,
  "failed_checks": "setup timing",
  "crit_chain": "buf_8, inv_4, buf_6, ha_4, or2_1, a21oi_1, buf_2",
  "irDropWorstVdd_v": 0.0000715,
  "crit_arrival_ns": 1.07,
  "post_drt_via_cell_ratio": 2.70,
  "yosys_cells": 28,
  "synthTopCellsByCount": "5 x sky130_fd_sc_hd__ha_1, 4 x sky130_fd_sc_hd__a21oi_1, 3 x sky130_fd_sc_hd__nand2_1",
  "grt_antenna_before_repair": 0,
  "yosysMostFrequentCell": "sky130_fd_sc_hd__ha_1",
  "first_global_vias": 269,
  "grt.total_usage_pct": 2.38,
  "avgSynthCellArea_um2": 7.42,
  "synth_cell_type_count": 16,
  "achievable-frequency_mhz": 764,
  "yosysSeqAreaShare_pct": 0,
  "post_synth_inst_count": 28,
  "detail_route.first_pass.iterations": 1
}
logic make-up (layout without fill, tap and decap cells):
| group | after synthesis | in the layout | share of synthesized area [%] |
|---|---|---|---|
| other | 1 | 1 | 1.81 |
| AND-OR/OR-AND | 5 | 5 | 13.9 |
| AND/OR/NAND/NOR | 12 | 12 | 36.1 |
| adder cells (fa/ha/maj) | 5 | 5 | 30.1 |
| buffers and inverters | 5 | 27 | 18.1 |
metal layers:
layer  routed length (um)  vias to the layer above  part of all wire [%]
met2                  308                       10                    37
met4                    0                        0                     0
met3                  117                        0                    14
li1                     -                      133                     -
met5                    0                        -                     0
met1                  397                      116                    48
power breakdown:
part	total, mW	internal, mW	switching, mW
clock network	0	0	0
logic	0.151	0.0928	0.0587
registers	0	0	0
total	0.151	0.0928	0.0587
final timing paths:
kind  slack [ns]            start     endpoint  cells past startpoint
max        -0.11  hex_Encoding[0]  segments[5]                      7
min         0.81  hex_Encoding[2]  segments[2]                      3
stage by stage:
stage,setup TNS (ns),instances,instance area [um2],hold slack [ns]
after detailed placement,-5.82,89,398,1.56
after global placement,-5.80,89,398,1.55
after floorplan,0,28,208,0.588
final,-0.433,96,546,0.811
after global routing,-0.740,96,546,0.834
after CTS,-0.309,95,509,0.806
cell usage in the layout, fill, tap and decap left out, types with 2 or more instances in the layout:
cell type and count:
sky130_fd_sc_hd__buf_8 2, sky130_fd_sc_hd__buf_2 8, sky130_fd_sc_hd__buf_4 9, sky130_fd_sc_hd__a21oi_2 3
sky130_fd_sc_hd__or2_1 2, sky130_fd_sc_hd__nand2_2 2, sky130_fd_sc_hd__nand2b_4 2, sky130_fd_sc_hd__buf_6 4
sky130_fd_sc_hd__ha_4 4
area by class of cell:
cell class | instances | area, um2 | area share (%)
inverters | 2 | 15.0 | 2.75
multi-input cells | 23 | 259 | 47.5
well taps | 46 | 57.6 | 10.6
repair buffers | 25 | 214 | 39.2
what timing repair did:
item,in CTS,in global routing
pin swaps,7,4
resized,59,7
setup buffers,6,1
setup endpoints to repair,7,7
Power is estimated from default activity; no workload was simulated.
