$ cat flow/design.v
module Divider(
  input clock,
  output reg divided_Clock
);
reg [19:0] counter;
initial counter = 20'b00000000000000000000;
initial divided_Clock = 1'b0;
always @ (posedge clock) begin
  if(counter >= 20'hf423f) begin
    counter = 20'b00000000000000000000;
    divided_Clock = 1'b1;
  end
  else begin
    counter = counter + 1;
    divided_Clock = 1'b0;
  end
end
endmodule
$ cat flow/run.sh
#!/bin/bash
# OpenROAD 26Q1-2900-gdf79404cd8, Yosys 0.63+post, stock flow scripts
make -C /OpenROAD-flow-scripts/flow DESIGN_CONFIG=/design/flow/config.mk WORK_HOME=/design/flow/orfs finish
$ cat flow/config.mk
export PLATFORM = sky130hd
export DESIGN_NAME = Divider
export DESIGN_NICKNAME = Divider
export VERILOG_FILES = /design/flow/design.v
export SDC_FILE = /design/flow/constraint.sdc
export NUM_CORES = 4
export LEC_CHECK = 1
export CORE_AREA = 10 10 78 78
export DIE_AREA = 0 0 88 88
$ cat flow/constraint.sdc
current_design Divider

set clk_period 4.1
set clk_io_pct 0.2

create_clock -name clk0 -period $clk_period [get_ports {clock}]

set non_clock_inputs [all_inputs -no_clocks]
set_input_delay [expr $clk_period * $clk_io_pct] -clock clk0 $non_clock_inputs
set_output_delay [expr $clk_period * $clk_io_pct] -clock clk0 [all_outputs]
==> impl_metrics.csv <==
group,metric,value,unit
timing,holdWs,464,ps
worst_setup_path,startpoint_type,"flop",
final_layout,area.growth.synth_to_final,9.09,%
worst_setup_path,cp_max_fo,1,
synth,netlist_top_cells_area,"dfxtp_1 (43%), a21oi_1 (7.2%), xor2_1 (5.4%)",
place,port_buffers,1,
synth,syn_avg_cell_area,9.22,µm²
global_routing,gr-total-overflow,0,
clocking,cts_root_buf,"clkbuf_8",
synth,yosys_cells,106,
floorplanning,coreArea,0.00441,mm²
drt,routed_via_density,4.80,
place,dpl_cell_area,0.00102,mm²
clocking,cts.htree.levels,1,
floorplanning,chip_area,0.00774,mm²
final_layout,fillers,449,
timing,relSlewSlack,49.2,%
floorplanning,die_w,88,µm
global_routing,grt_pass1_wl,3140,µm
clocking,cts_buffers,3,
clocking,cts_resized,0,
global_routing,grt_pass1_vias,696,
min_path,min_path_type,"reg2reg",
timing,slew_viol_final,0,
clocking,path_clk_slew,70,ps
worst_setup_path,path_delay_family,"buffers and inverters",
drt,first_pass_iters,4,
final_layout,fin_util,24.1,%
floorplanning,die_h,88,µm
global_routing,grtUsageTotal,4.77,%
worst_setup_path,cp_slowest_cell,"clkdlybuf4s50_1",
floorplanning,io_pins,2,
drt,wl_per_cell,11.0,µm
timing,hold_viol_final,0,
timing,worstMarginPinSlew,761,ps
synth,ys_async_sr_fraction,0,%
status,status,"completed",
job,drv_cap,0,
clocking,cts-hold-fix-buffers,0,
global_routing,grt_max_degree,22,
worst_setup_path,path_cells,"clkdlybuf4s50_1",
floorplanning,fp-row-count,24,
timing,period_needed,1840,ps
drt,final_antenna_net_count,0,
timing,setup_viol,0,
worst_setup_path,arrival,1020,ps
drt,drtIter0Drc,39,
place,gp_congestion,0.805,
synth,synth_area_leader_cell,"dfxtp_1",
final_layout,layout-drive-gt1-share,6.60,%
synth,syn_area,977,µm²
drt,drc,0,
worst_setup_path,critical_path_buf_inv_count,1,
synth,ys_seq_share,43.0,%
drt,vias,759,
synth,ys.flop_type,"dfxtp_1",
synth,synth_flops,21,
synth,common_cells,"dfxtp_1 (21), a21oi_1 (14), nand2_1 (6), nand3_1 (6), xor2_1 (6)",
global_routing,antenna_found_initial,0,
synth,top_cell_area_share,43.0,%
worst_setup_path,cp-end-kind,"primary output",
worst_setup_path,max_stage_delay,460,ps
clocking,insertion_delay,250,ps
timing,fin_worst_skew,0.838,ps
job,tool_warnings,25,
synth,netlist_instances,106,
timing,fmax,543,MHz
floorplanning,fp_util,22.1,%
timing,rsz0062_at_grt,"no",
place,hpwl,1150,µm
clocking,cts_tree,"done",
drt,antennaDiodeCount,0,
timing,period_used_share,45.0,%
pwr,vdd_drop_max,0.000246,V
timing,fin_tns_setup,0,ps
synth,top_cell,"dfxtp_1",
final_layout,finalInstanceArea,0.00107,mm²
synth,yosys_warnings,1,
synth,edf_count,0,
synth,ys_types,34,
pwr,power_density,316,mW/mm²
drt,finalWirelength,1740,µm
clocking,cts_buffer_depth,2,
pwr,leakage,0.397,nW
clocking,cts_sinks,21,
synth,ys_chip_area,977,µm²
worst_setup_path,critPathKind,"reg2out",
clocking,post_cts.repair.setup_buffers,0,
worst_setup_path,critPathRequiredTime,3280,ps
## layout by cell type (no fill, tap or decap), types with 3 or more instances in the layout
cell type  Yosys  final
dfxtp_1       21     21
a21oi_1       14     14
nand2_1        6      6
nand3_1        6      6
xor2_1         6      6
xnor2_1        5      5
a22oi_1        4      4
and3_1         3      3
and2_1         3      3
nand4_1        3      3
o21ai_0        3      3
or3_1          3      3
clkbuf_8       0      3
## where the power goes
group,internal (mW),switching (mW)
Sequential,0.204,0
Clock,0.0691,0.0642
Combinational,0,0
## cell type report
| class | count | area [µm²] | share of cell area, % |
|---|---|---|---|
| inverter | 2 | 7.51 | 0.704 |
| clock buffer | 4 | 45.0 | 4.23 |
| tap | 52 | 65.1 | 6.10 |
| timing repair buffer | 1 | 10.0 | 0.939 |
| multi-input combinational | 78 | 518 | 48.6 |
| sequential | 21 | 420 | 39.4 |
## metal layers
layer | track usage [%] | vias up | routed length (µm)
li1 | - | 391 | -
met1 | 6.51 | 355 | 870
met2 | 7.41 | 13 | 768
met3 | 1.78 | 0 | 103
met4 | 0.290 | 0 | 0
met5 | 0 | - | 0
## logic make-up (layout without fill, tap and decap cells)
kind of cell | after synthesis | count (layout) | synth area share (%)
compound gates | 30 | 30 | 18.7
simple gates | 36 | 36 | 23.2
xor+xnor | 11 | 11 | 9.86
buf+inv | 7 | 7 | 3.97
fa+ha+maj | 1 | 1 | 1.28
flops | 21 | 21 | 43.0
## path summary, 6_finish.rpt
check	from	to	slack [ps]	cells after the start
setup / recovery	divided_Clock	divided_Clock	2260	1
setup reg to reg	counter[13]	divided_Clock	2400	4
hold / removal	counter[0]	counter[0]	460	1
hold reg to reg	counter[0]	counter[0]	460	1
## per-stage QoR
stage	std cells	power (mW)	setup WS, ps
floorplan	106	0.209	2560
global placement	154	0.209	2460
detailed placement	154	0.209	2450
CTS	158	0.342	2240
global route	158	0.354	2210
finish	158	0.337	2260
## sequential cells by signal, indices dropped and copies added, names as in the netlist
register	flops
counter	20
divided_Clock	1
Power is estimated from default activity; no workload was simulated.
