===== /design/flow/config.mk =====
export PLATFORM = sky130hd
export DESIGN_NAME = Display_Driver
export DESIGN_NICKNAME = Display_Driver
export VERILOG_FILES = /design/flow/design.v
export SDC_FILE = /design/flow/constraint.sdc
export NUM_CORES = 4
export LEC_CHECK = 1
export CORE_AREA = 10 10 91 91
export DIE_AREA = 0 0 101 101

===== /design/flow/constraint.sdc =====
current_design Display_Driver

set clk_period 2.8
set clk_io_pct 0.2

create_clock -name clk0 -period $clk_period [get_ports {clock}]

set non_clock_inputs [all_inputs -no_clocks]
set_input_delay [expr $clk_period * $clk_io_pct] -clock clk0 $non_clock_inputs
set_output_delay [expr $clk_period * $clk_io_pct] -clock clk0 [all_outputs]

===== /design/flow/design.v =====
module Display_Driver(
  input clock,
  output reg [1:0] select_State
);
reg [15:0] counter;
initial counter = 16'h0000;
always @ (posedge clock) begin
  if(counter >= 16'hFFFF) begin
    counter = 16'h0000;
  end
  counter = counter + 1;
  select_State[0] = counter[14];
  select_State[1] = counter[15];
end
endmodule

===== /design/flow/run.sh =====
#!/bin/bash
# OpenROAD 26Q1-2900-gdf79404cd8, Yosys 0.63+post, stock flow scripts
make -C /OpenROAD-flow-scripts/flow DESIGN_CONFIG=/design/flow/config.mk WORK_HOME=/design/flow/orfs finish

==> impl_metrics.env <==
# physical design summary
export IMPL_outcome="finished, final reports clean"
export IMPL_worstMarginPinSlew_ns=0.263
export IMPL_die_y_um=101
export IMPL_coreArea_mm2=0.00635
export IMPL_ys_ff=18
export IMPL_cpLargestDelayFamily="simple AND/OR/NAND/NOR gates"
export IMPL_cts_resized=0
export IMPL_worstPathRequired_ns=2.99
export IMPL_die_area_mm2=0.0102
export IMPL_cp_slowest_stage_delay_ns=0.38
export IMPL_synthCells=73
export IMPL_tool_warnings=25
export IMPL_slew_violations=0
export IMPL_track_usage_pct=2.24
export IMPL_critPathMaxFanout=7
export IMPL_clk_pin_slew_ns=0.06
export IMPL_grt_pass1_vias=476
export IMPL_area_growth_pct=20.1
export IMPL_critical_path_class="reg2reg"
export IMPL_die_x_um=101
export IMPL_clock_path_buffers=2
export IMPL_antenna_found_initial=0
export IMPL_layout_cells_non_filler=153
export IMPL_ys_cells=73
export IMPL_rsz0062_at_grt="false"
export IMPL_cp_slowest_cell="dfxtp_1"
export IMPL_synth_area_um2=736
export IMPL_drive_gt1_share_pct=9.21
export IMPL_min_period_over_period_pct=82.4
export IMPL_worst_path_stages=8
export IMPL_reg2regPathDepth=8
export IMPL_finalSetupTns_ns=0
export IMPL_postCtsSetupRepairBufs=0
export IMPL_dp_cells=149
export IMPL_ios=3
export IMPL_endpoint_kind="register"
export IMPL_drtAntennaViolNets=0
export IMPL_synth_cell_types=23
export IMPL_drv_cap=0
export IMPL_clkLatencyLatePin_ns=0.25
export IMPL_drt_iter0_drc=11
export IMPL_grt_pass1_wl_um=2010
export IMPL_cellPowerDensity_mw_per_mm2=521
export IMPL_start_kind="register"
export IMPL_holdPathStages=1
export IMPL_path_cells="and4_1 -> and2_1 -> nand3_1 -> and2_1 -> ha_1 -> nand2_1 -> a21boi_0 -> o22a_1"
export IMPL_hp_class="reg2reg"
export IMPL_dr_pass1_iters=4
export IMPL_cts_tree="built"
export IMPL_vias_per_cell=3.35
export IMPL_skew_ns=0.000500
export IMPL_h_tree_depth=1
export IMPL_crit_top_cell="and2_1"
export IMPL_detail_route_wl_per_cell_um=7.34
export IMPL_syn_area_per_cell_um2=10.1
export IMPL_postCtsHoldBufs=0
export IMPL_cts_buffers=3
export IMPL_lay_top_cells="18 x dfxtp_1, 8 x nand3_1, 7 x xnor2_1, 6 x nand2_1"
export IMPL_finalCriticalPeriod_ns=2.31
export IMPL_ys_seq_share_pct=49.0
export IMPL_grt_ovfl_total=0
export IMPL_fmax_ghz=0.433
export IMPL_root_buffer="clkbuf_8"
export IMPL_cts_sinks=18
export IMPL_yosysWarnings=1
export IMPL_place_congestion=0.732
export IMPL_vias=512
export IMPL_ir_worst_vdd_mv=0.333
export IMPL_slew_headroom_pct=82.5
export IMPL_crit_arrival_ns=2.50
export IMPL_setup_viol=0
export IMPL_rows=29
export IMPL_fp_util_pct=11.6
export IMPL_antenna_cells=0
export IMPL_hold_violations=0
export IMPL_cellLeakagePower_nw=0.295
export IMPL_dp_hpwl_um=796
export IMPL_totalWireLength_um=1120
export IMPL_cp_buffers_inverters=0
export IMPL_grt_max_degree=11
export IMPL_final_common_cell="dfxtp_1"
export IMPL_portBuffers=2
export IMPL_yosys_area_um2=736
export IMPL_drc_errors=0
-- cell families after synthesis --
family | after synthesis | share of synthesized area [%]
xor+xnor | 11 | 14.1
simple gates | 33 | 25.0
flops | 18 | 49.0
mux | 1 | 1.36
buf+inv | 3 | 3.23
compound gates | 6 | 5.61
fa+ha+maj | 1 | 1.70
-- worst paths after layout --
check	startpoint	to	slack (ns)
hold / removal	counter[0]$_DFF_P_	counter[0]$_DFF_P_	0.40
hold reg to reg	counter[0]$_DFF_P_	counter[0]$_DFF_P_	0.40
setup reg to reg	counter[3]$_DFF_P_	counter[14]$_DFF_P_	0.49
setup / recovery	counter[3]$_DFF_P_	counter[14]$_DFF_P_	0.49
-- metrics by stage --
step	hold slack, ns	worst slack (ns)	utilization, %	power, mW	instance area (µm²)
detailed placement	0.381	0.547	13.0	0.262	828
floorplan	0.362	0.855	-	0.262	736
global placement	0.378	0.575	13.0	0.262	828
finish	0.397	0.492	13.9	0.461	883
CTS	0.399	0.500	13.9	0.466	883
global route	0.413	0.224	13.9	0.480	883
-- routing by layer --
| metal | global-route usage [%] | up-vias | share of wire, % |
|---|---|---|---|
| met3 | 1.04 | 0 | 6.3 |
| met1 | 2.81 | 243 | 53 |
| met2 | 3.64 | 7 | 41 |
| met4 | 0.107 | 0 | 0 |
| li1 | - | 262 | - |
| met5 | 0 | - | 0 |
-- registers in the layout (all words and copies together) (netlist names) --
name,cells
select_State,2
counter,16
-- synthesized netlist by cell type, drive strengths merged --
| master | number | area, µm² |
|---|---|---|
| dfxtp | 18 | 360 |
| nand3 | 8 | 40.0 |
| xnor2 | 7 | 61.3 |
| nand2 | 6 | 22.5 |
| and2 | 4 | 26.3 |
| and4 | 4 | 37.5 |
| nand4 | 4 | 25.0 |
| nor2 | 4 | 15.0 |
| xor2 | 4 | 42.6 |
| buf | 3 | 23.8 |
| a21boi | 2 | 15.0 |
| a31oi | 2 | 12.5 |
| and3 | 2 | 12.5 |
| ha | 1 | 12.5 |
| mux2i | 1 | 10.0 |
| nor3 | 1 | 5.00 |
| o21ai | 1 | 5.00 |
| o22a | 1 | 8.76 |
-- report_power, final --
part | switching, mW | internal (mW) | total, mW | leakage [nW]
Clock | 0.0799 | 0.125 | 0.205 | 0.0288
Combinational | 0 | 0 | 0.000000122 | 0.122
Sequential | 0 | 0.256 | 0.256 | 0.145
Total | 0.0799 | 0.381 | 0.461 | 0.295
-- cell type report --
type / count / area, µm²
flip-flops and latches: 18 / 360
well taps: 77 / 96.3
clock buffers: 4 / 55.1
multi-input cells: 52 / 352
fillers: 693 / 5470
repair buffers: 2 / 20.0
No activity file was given, so power comes from the tool's default toggle rates.
